===== flow/design.v =====
`timescale 1ns / 1ps
module RegisterFile(
    input CLK, EN,
    input [31:0] WD,
    input [4:0] ADR1, ADR2, WA,
    output logic [31:0] RS1, RS2
    );
    logic [31:0] mem [0:31];
    initial
    begin
        for (int i = 0; i < 32; i++)
        begin
            mem[i] = 0;
        end
    end
    always_ff @ (posedge CLK)
    begin
        if (EN == 1 && WA != 0)
            mem[WA] <= WD;
    end
    assign RS1 = mem[ADR1];
    assign RS2 = mem[ADR2];
endmodule

===== flow/run.sh =====
#!/bin/bash
# OpenROAD 26Q1-2900-gdf79404cd8, Yosys 0.63+post, stock flow scripts
make -C /OpenROAD-flow-scripts/flow DESIGN_CONFIG=/design/flow/config.mk WORK_HOME=/design/flow/orfs finish

===== flow/config.mk =====
export PLATFORM = sky130hd
export DESIGN_NAME = RegisterFile
export DESIGN_NICKNAME = RegisterFile
export VERILOG_FILES = /design/flow/design.v
export SDC_FILE = /design/flow/constraint.sdc
export NUM_CORES = 4
export LEC_CHECK = 1
export CORE_UTILIZATION = 50

===== flow/constraint.sdc =====
current_design RegisterFile

set clk_period 7.5
set clk_io_pct 0.2

create_clock -name clk0 -period $clk_period [get_ports {CLK}]

set non_clock_inputs [all_inputs -no_clocks]
set_input_delay [expr $clk_period * $clk_io_pct] -clock clk0 $non_clock_inputs
set_output_delay [expr $clk_period * $clk_io_pct] -clock clk0 [all_outputs]

==> flow_summary_export.csv <==
group,metric,value,unit
floorplanning,fp_util,50.4,%
floorplanning,die_width,314,um
logic_synthesis,mappedNetlistArea,0.0488,sq mm
setup_path,worstSetupStartpointType,"input pin",
final_layout,final_util,57.0,%
logic_synthesis,yosysTopAreaCell,"edfxtp_1",
setup_path,crit_type,"input pin to output pin",
power,p_leak,20.3,nW
hold_path,hold_path.class,"input pin to flip-flop",
clock_network,cts.sinks,1024,
floorplanning,rows,114,
grt,grt_max_degree,94,
drt,dr_total_vias,31100,
clock_network,hold_buffers,0,
placed_design,place_area,0.0516,sq mm
drt,drt-total-wl,151,mm
final_layout,largest_reg_flops,1024,
outcome,status,"completed",
placed_design,dp.cells,4678,
logic_synthesis,synthCells,3386,
timing,slew_viol_final,0,
drt,drtAntennaViolNets,0,
placed_design,place_hpwl,83.7,mm
floorplanning,dieHeight,314,um
setup_path,critPathRequiredTime,6.00,ns
final_layout,drive_above_1_share,9.02,%
logic_synthesis,edf_count,1024,
clock_network,cts_tree,"built",
logic_synthesis,yosysWarnings,1,
logic_synthesis,ys_top_cells_by_area,"edfxtp_1, mux2i_1, a22oi_1",
final_layout,regMostFlops,"mem",
timing,fmax,160,MHz
drt,wl_per_cell,30.9,um
timing,period_needed,6.24,ns
logic_synthesis,ys_ff,1024,
logic_synthesis,ys_chip_area,0.0488,sq mm
flow_run,warnings,26,
clock_network,cts_max_path_buffers,3,
drt,first_iter_violations,2181,
power,power_density,235,mW/mm^2
timing,hold_violations,0,
floorplanning,core,0.0967,sq mm
logic_synthesis,ys_types,24,
placed_design,place.port_buffers,112,
clock_network,cts_buffers,108,
timing,rsz0062_at_grt,"false",
drt,drc,0,
floorplanning,die_area,0.0988,sq mm
grt,grt_antenna_before_repair,2,
power,ir_worst_vdd,0.180,mV
floorplanning,io_pins,113,
grt,grt_pass1_vias,32400,
setup_path,crit_arrival,4.74,ns
final_layout,area_delta_synth_final,13.1,%
timing,setup_tns,0,ns
flow_run,cap_violations,0,
drt,avgViaCountPerCell,6.37,
clock_network,path_clk_slew,0.06,ns
logic_synthesis,syn_avg_cell_area,14.4,sq um
grt,grt.overflow.total,0,
timing,tightest_slew,0.910,ns
final_layout,reg_top3,"mem: 1024 flops",
timing,setup_ws,1.26,ns
logic_synthesis,postSynthSeqShare,63.1,%
drt,drtPass1Iterations,5,
placed_design,place.gp.congestion,0.884,
clock_network,cts_root_buf,"clkbuf_16",
grt,grt_util_all_layers,33.5,%
timing,setup_viol,0,
timing,period_used_share,83.2,%
logic_synthesis,async_reset_ff_share,0,%
placed_design,post-place-ws,1.35,ns
clock_network,postCtsResizedCells,0,
final_layout,fin_cells,4883,
clock_network,cts_setup_buffers,0,
grt,grt_first_pass_wirelength,217,mm
final_layout,final_area,0.0551,sq mm
timing,slew_headroom,39.2,%
setup_path,cp_max_fo,40,
logic_synthesis,ys_cells,3386,
clock_network,cts.htree.levels,3,
logic_synthesis,top_cell_area_share,63.1,%
setup_path,critPathCaptureType,"output pin",
logic_synthesis,synthFlopType,"edfxtp_1",
## final cells by class
class	instances	area [sq um]
Fill cell	7273	41600
Sequential cell	1024	30700
Multi-Input combinational cell	2140	16900
Clock buffer	138	2880
Timing Repair Buffer	238	2380
Tap cell	1276	1600
Clock inverter	65	627
Antenna cell	2	5.00
## stage by stage
step	hold WS (ns)	total power, mW
3_5_place_dp	2.34	7.72
6_report	1.64	12.9
5_1_grt	1.64	13.3
3_3_place_gp	2.32	7.71
2_1_floorplan	1.60	7.20
4_1_cts	1.60	13.0
## cells in the final DEF, fill, tap and decap left out, types with 2 or more instances in the layout
cell type        instances
a21oi_1                192
a22o_1                 128
a22oi_1                192
a31oi_1                 64
and2_4                   2
buf_12                  24
buf_4                  102
buf_8                    2
bufinv_16               12
clkbuf_1                27
clkbuf_16              111
clkdlybuf4s50_1        110
clkinv_1                29
clkinv_2                17
clkinv_8                 2
clkinvlp_4               3
conb_1                  32
diode_2                  2
edfxtp_1              1024
inv_6                    2
mux2i_1               1024
nand2_1                193
nand2_2                  2
nand2b_2                 4
nand3_1                194
nand3b_1                 5
nor2_4                  33
nor2b_4                  4
nor3_1                  64
or2_2                    2
or3b_2                   3
## where the power goes
| group | switching, mW | internal (mW) | leakage, nW |
|---|---|---|---|
| clock | 2.20 | 3.11 | 1.70 |
| combinational | 0.746 | 0.457 | 9.39 |
| sequential | 0.0334 | 6.38 | 9.25 |
## path summary, 6_finish.rpt
check                from               endpoint  cells past startpoint
setup / recovery  ADR2[0]                RS2[12]                      8
hold / removal     WD[26]  mem[10][26]$_DFFE_PP_                      2
## per-layer routing
| layer | track usage [%] | vias up | routed length (um) |
|---|---|---|---|
| met5 | 0.870 | - | 114 |
| met4 | 8.74 | 8 | 4930 |
| met3 | 23.7 | 285 | 25200 |
| met2 | 46.3 | 1910 | 66500 |
| met1 | 45.2 | 15300 | 54000 |
| li1 | - | 13700 | - |
## cells by family (layout without fill, tap and decap cells)
kind of cell / after synthesis / after routing / synth area share [%]
multiplexers: 1024 / 1024 / 21.0
flip-flops: 1024 / 1024 / 63.1
AND-OR/OR-AND: 576 / 576 / 8.05
AND/OR/NAND/NOR: 508 / 508 / 4.71
buffers and inverters: 253 / 441 / 3.15
other: 1 / 34 / 0.00769
## Yosys cell counts, drive strengths merged (2+ instances only)
| master | n |
|---|---|
| nand3 | 194 |
| nand3b | 5 |
| a22o | 128 |
| and2 | 2 |
| a21oi | 192 |
| edfxtp | 1024 |
| or3b | 3 |
| mux2i | 1024 |
| a22oi | 192 |
| nand2 | 195 |
| buf | 167 |
| nor2 | 34 |
| or2 | 2 |
| nand2b | 4 |
| nor2b | 4 |
| clkbuf | 86 |
| a31oi | 64 |
| nor3 | 64 |
## critical path: stages
cell and delay [ns]:
clkdlybuf4s50_1 0.63, and2_4 0.68, buf_4 0.55, a22o_1 0.20, nor3_1 0.05, a31oi_1 0.20
nand3_1 0.37, clkdlybuf4s50_1 0.54
No activity file was given, so power comes from the tool's default toggle rates.
